**./config.mk**
```make
export PLATFORM = sky130hd
export DESIGN_NAME = SBqM
export DESIGN_NICKNAME = SBqM
export VERILOG_FILES = /design/flow/design.v
export SDC_FILE = /design/flow/constraint.sdc
export NUM_CORES = 4
export LEC_CHECK = 1
export CORE_AREA = 10 10 70 70
export DIE_AREA = 0 0 80 80
export SYNTH_HDL_FRONTEND = slang
```
**./constraint.sdc**
```tcl
current_design SBqM

set clk_period 1.8
set clk_io_pct 0.2

create_clock -name clk0 -period $clk_period [get_ports {clk}]

set non_clock_inputs [all_inputs -no_clocks]
set_input_delay [expr $clk_period * $clk_io_pct] -clock clk0 $non_clock_inputs
set_output_delay [expr $clk_period * $clk_io_pct] -clock clk0 [all_outputs]
```
**./design.v**
```verilog
`timescale 1ns / 1ps
module SBqM
   #(parameter N = 3)
    (
     input logic clk,rst,
     input logic sensor_a,sensor_b,
     input logic [1:0] Tcount,
     output logic [N-1:0] Pcount,
     output logic [4:0] Wtime,
     output logic full,empty
    );
    counter #(.N(N)) CB (.clk(clk),
                        .rst(rst),
                        .sensor_a(sensor_a),
                        .sensor_b(sensor_b),
                        .Pcount(Pcount),
                        .full(full),
                        .empty(empty));
    WT_ROM  ROM_inst (.Pcount(Pcount),
                      .Tcount(Tcount),
                      .Wtime(Wtime));  
    always_comb
    begin
    if (full)
    begin
    $warning ("the queue is full");
    end
    end
    always_comb
    begin
    if (empty)
    begin
    $warning ("the queue is empty");
    end
    end
    always_comb 
    begin
    if (Tcount == 0)
    begin
    $warning ("number of tellers can't be 0");
    end
    end                                   
endmodule
`timescale 1ns / 1ps
module WT_ROM
    (
      input logic [2:0] Pcount,
      input logic [1:0] Tcount,
      output logic [4:0] Wtime
    );
    logic [4:0] rom [0:31];
    initial
    $readmemb("ROM.mem",rom);
    assign Wtime = rom[{Tcount,Pcount}];
endmodule
`timescale 1ns / 1ps
module counter
   #(parameter N = 3)
    (
     input logic clk,rst,
     input logic sensor_a,sensor_b,
     output logic [N-1:0] Pcount,
     output logic full,empty
    );
    always_ff @(posedge clk, negedge rst)
    if (~rst)
    Pcount <= 0;
    else if (sensor_a & sensor_b)
    Pcount <= Pcount;
    else if (sensor_a & ~(Pcount == {N{1'b1}}))
    Pcount <= Pcount+1;
    else if (sensor_b && Pcount)
    Pcount <= Pcount-1;
    else
    Pcount <= Pcount;
    assign full = (Pcount == {N{1'b1}})? 1'b1 : 1'b0;
    assign empty = (Pcount == {N{1'b0}})? 1'b1 : 1'b0;
endmodule
```
**./ROM.mem**
```
00000
00000
00000
00000
00000
00000
00000
00000
00000
00011
00110
01001
01100
01111
10010
10101
00000
00011
00100
00110
00111
01001
01010
01100
00000
00011
00100
00101
00110
00111
01000
01001
```
**./run.sh**
```bash
#!/bin/bash
# OpenROAD 26Q1-2900-gdf79404cd8, Yosys 0.63+post, stock flow scripts
make -C /OpenROAD-flow-scripts/flow DESIGN_CONFIG=/design/flow/config.mk WORK_HOME=/design/flow/orfs finish
```
==> impl_metrics.json <==
{
  "setup_viol": 1,
  "layout.cells.most_common": "buf_4",
  "reg.largest.list": "CB.Pcount: 3 flops",
  "clk_pin_slew_ns": 0.04,
  "drtAntennaViolNets": 0,
  "criticalPathCategory": "register to register",
  "dp_hpwl_um": 709.6,
  "wirelength_um": 930,
  "portBuffers": 8,
  "drtPass1Iterations": 6,
  "wl_per_cell_um": 9.029,
  "track_usage_pct": 2.828,
  "worst_slack_ns": -0.05320,
  "async_reset_ff_share_pct": 100.0,
  "vias_per_cell": 3.252,
  "grt_antenna_before_repair": 0,
  "violations": "negative setup slack",
  "core_area_um2": 3416,
  "layout_top_cells": "buf_4 (8), conb_1 (5), clkdlybuf4s50_1 (5)",
  "drv_slew": 0,
  "ios": 16,
  "drive_above_1_share_pct": 35.09,
  "die_x_um": 80,
  "worstRegToRegCells": 6,
  "num_vias": 335,
  "area_growth_pct": 51.03,
  "overflow": 0,
  "worstHoldPathType": "primary input to asynchronous set/reset pin",
  "rrSetupSlack_ns": -0.05,
  "ys.flops": 3,
  "synth_seq_share_pct": 20.55,
  "critPathArrivalTime_ns": 1.96,
  "cp_max_fo": 4,
  "row_count": 21,
  "die_h_um": 80,
  "syn_avg_cell_area_um2": 8.303,
  "simple_gate_share_pct": 27.40,
  "grt_first_pass_wirelength_um": 1559,
  "cts_tree": "built",
  "finClkSkew_ns": 0.001291,
  "clock-sinks": 3,
  "drc": 0,
  "ys.warnings.count": 0,
  "tool_warnings": 30,
  "largest_register": "CB.Pcount",
  "gp_congestion": 0.7297,
  "setup_tns_ns": -0.05320,
  "topCombFamilyByArea": "simple AND/OR/NAND/NOR gates",
  "synth_stat.cells": 44,
  "first_iter_violations": 8,
  "status": "complete, but fails checks",
  "rsz0062_at_grt": "yes",
  "synth_top_flop_cell": "dfrtp_1",
  "critPathRequiredTime_ns": 1.91,
  "rr_startpoint": "CB.Pcount[0]",
  "hold_buffers": 0,
  "power.density_nw_per_um2": 1359,
  "cp-end-kind": "register",
  "finalClockPeriodUsage_pct": 103.0,
  "synth.distinct_cells": 27,
  "ys_chip_area_um2": 365.4,
  "fmaxAchievable_ghz": 0.5396,
  "cts.htree.levels": 1,
  "r2r_end": "CB.Pcount[1]",
  "chipArea_um2": 6400,
  "grt_max_degree": 12,
  "finalHoldViolCount": 0,
  "aoi_share_pct": 18.49,
  "cts_buffers": 3,
  "fp_util_pct": 10.70,
  "clockBufferDepth": 2,
  "syn-cell-area_um2": 365.4,
  "dp_slack_ns": -0.3334,
  "clk_latency_ns": 0.23,
  "synthMuxAreaShare_pct": 3.082,
  "n_antenna_cell": 0,
  "xor_share_pct": 2.397,
  "ir_drop_uv": 295.6,
  "leakagePower_uw": 0.0002179,
  "largest_reg_flops": 3,
  "min_period_ns": 1.853,
  "cp-start-kind": "register",
  "max-cap-violations": 0,
  "synth_cells": 44,
  "ys_sh_adder_pct": 5.479,
  "edf_count": 0,
  "grt_pass1_vias": 334,
  "root_buffer": "clkbuf_4"
}
how the worst max path moves through the flow:
| stage | from | to | slack, ns | depth (start not counted) |
|---|---|---|---|---|
| 6_report | CB.Pcount[0] | CB.Pcount[1] | -0.05 | 6 |
| 5_1_grt | CB.Pcount[0] | CB.Pcount[1] | -0.12 | 6 |
| 4_1_cts | CB.Pcount[0] | CB.Pcount[1] | -0.04 | 6 |
what timing repair did:
| action | CTS | global route |
|---|---|---|
| pin swaps | 1 | 5 |
| resized | 5 | 4 |
| setup buffers | 0 | 1 |
| endpoints found under the setup margin | 2 | 1 |
metrics by stage:
step | hold WS [ns] | utilization (%) | instances | total power (uW) | instance area [um^2]
6_report | 0.3085 | 16.15 | 103 | 749.9 | 551.8
5_1_grt | 0.3140 | 16.15 | 103 | 827.2 | 551.8
4_1_cts | 0.3071 | 15.68 | 102 | 723.4 | 535.5
3_5_place_dp | 0.5550 | 14.47 | 98 | 592.0 | 494.2
3_3_place_gp | 0.5484 | 14.47 | 98 | 576.4 | 494.2
2_1_floorplan | 0.06441 | - | 48 | 409.5 | 385.4
worst max-delay path, stage by stage, from the launching register on:
cell and delay, ns:
dfrtp_1 0.37, and3_4 0.18, nand2b_4 0.13, fa_2 0.44, or3b_4 0.41, a21oi_2 0.16, a211oi_2 0.05
cell type report:
type	count	area [um^2]
fill	389	2864
multi-input combinational	33	257.7
timing repair buffer	15	127.6
sequential	3	75.07
tap	46	57.56
clock buffer	4	26.28
inverter	2	7.507
logic make-up after synthesis:
kind of cell,after synthesis
AND-OR/OR-AND,10
XOR/XNOR,1
other,1
flip-flops,3
multiplexers,1
adder cells (fa/ha/maj),1
AND/OR/NAND/NOR,15
buffers and inverters,12
routing by layer:
metal | share of wire [%] | GRT usage, % | up-vias | wire [um]
met5 | 0 | 0 | - | 0
met4 | 0 | 0.8803 | 0 | 0
met3 | 3.0 | 0.5682 | 0 | 28
met2 | 54 | 4.655 | 6 | 504
met1 | 43 | 3.600 | 156 | 398
li1 | - | - | 173 | -
report_power, final:
group / internal, uW / total, uW / switching [uW]
logic: 289 / 517 / 228
clock network: 83.1 / 118 / 34.7
registers: 101 / 116 / 14.5
total: 473 / 750 / 277
synth_stat cells, drive strengths merged, types with 2 or more instances:
| cell | instances | area share [%] |
|---|---|---|
| buf | 10 | 20 |
| dfrtp | 3 | 21 |
| nor3b | 3 | 6.2 |
| o21ai | 3 | 4.1 |
| and3 | 2 | 3.4 |
| inv | 2 | 2.1 |
| nand2 | 2 | 2.1 |
| or3 | 2 | 3.4 |
Power is estimated from default activity; no workload was simulated.
